`/design/flow/design.v`:
```
package gcu_types_pkg;
    parameter int ADDR_W      = 4;
    parameter int DIM_W       = 4;
    parameter int NODE_ID_W   = 4;
    parameter int CHILD_CNT_W = 4;
    parameter int FLAGS_W     = 4;
    typedef struct packed {
        logic [DIM_W-1:0]       total_dim;         
        logic [DIM_W-1:0]       pivot_dim;         
        logic [NODE_ID_W-1:0]   node_id;           
        logic [NODE_ID_W-1:0]   parent_id;         
        logic [CHILD_CNT_W-1:0] children_count;    
        logic [FLAGS_W-1:0]     flags;             
        logic [ADDR_W-1:0]      front_addr;        
        logic [ADDR_W-1:0]      parent_front_addr; 
        logic [ADDR_W-1:0]      map_table_addr;    
        logic [ADDR_W-1:0]      l_factor_addr;     
        logic [ADDR_W-1:0]      u_factor_addr;     
    } NodeTask_t;
endpackage
module hpu_cmp_node #(
    parameter DATA_W = 32,
    parameter ROW_IDX_W = 16
)
(
    input  logic signed [DATA_W-1:0] val_a,
    input  logic [ROW_IDX_W-1:0]     row_a,
    input  logic                     valid_a,
    input  logic signed [DATA_W-1:0] val_b,
    input  logic [ROW_IDX_W-1:0]     row_b,
    input  logic                     valid_b,
    output logic signed [DATA_W-1:0] val_o,
    output logic [ROW_IDX_W-1:0]     row_o,
    output logic                     valid_o
);
    logic [DATA_W-1:0] abs_a, abs_b;
    always_comb begin
        if (val_a < 0) abs_a = ~val_a + 1'b1; else abs_a = val_a;
        if (val_b < 0) abs_b = ~val_b + 1'b1; else abs_b = val_b;
        unique case ({valid_a, valid_b})
            2'b00: begin
                valid_o = 1'b0;
                val_o   = '0;
                row_o   = '0;
            end
            2'b01: begin
                valid_o = 1'b1;
                val_o   = val_b;
                row_o   = row_b;
            end
            2'b10: begin
                valid_o = 1'b1;
                val_o   = val_a;
                row_o   = row_a;
            end
            2'b11: begin
                valid_o = 1'b1;
                if (abs_a >= abs_b) begin
                    val_o = val_a;
                    row_o = row_a;
                end else begin
                    val_o = val_b;
                    row_o = row_b;
                end
            end
        endcase
    end
endmodule
```
`/design/flow/constraint.sdc`:
```
current_design hpu_cmp_node

set clk_period 20.0
set clk_io_pct 0.2

create_clock -name clk0 -period $clk_period

set non_clock_inputs [all_inputs -no_clocks]
set_input_delay [expr $clk_period * $clk_io_pct] -clock clk0 $non_clock_inputs
set_output_delay [expr $clk_period * $clk_io_pct] -clock clk0 [all_outputs]
```
`/design/flow/run.sh`:
```
#!/bin/bash
# OpenROAD 26Q1-2900-gdf79404cd8, Yosys 0.63+post, stock flow scripts
make -C /OpenROAD-flow-scripts/flow DESIGN_CONFIG=/design/flow/config.mk WORK_HOME=/design/flow/orfs finish
```
`/design/flow/config.mk`:
```
export PLATFORM = sky130hd
export DESIGN_NAME = hpu_cmp_node
export DESIGN_NICKNAME = hpu_cmp_node
export VERILOG_FILES = /design/flow/design.v
export SDC_FILE = /design/flow/constraint.sdc
export NUM_CORES = 4
export LEC_CHECK = 1
export CORE_UTILIZATION = 40
```
==> notes.md <==
Results of the run.

The flow ran to the end, and the final reports show no timing, DRC or antenna violations. The endpoint kind of the worst setup timing path is an output port. Setup repair after global routing left no endpoint under its margin. Warnings reported by Yosys during synthesis add up to 1.

The per-instance average area after synthesis is between 7 and 8 um^2. Headroom to the max-slew limit came out at 0.421. The detail-routed via count per cell is 5.69. The horizontal die dimension reported for this design is 79.6 um. The global-route track usage on met2 is 0.429. In the finished design, the share of the clock period the worst path needs comes to 0.684. After clock tree synthesis, the repair step resized 0 gates. After global routing, the most crowded layer is met2. The vertical die dimension reported for this design is 79.6 um.

The total vias in the final route is between 2000 and 3000. The final weighted congestion in routability-driven placement is approximately 0.89. The number of buffer cells added on primary ports is roughly 150.

The first global-routing pass estimated 13000 um of wire. The detailed-routing iteration count for the pre-antenna-repair pass is 4. The max capacitance violation total is 0. Entering global routing, the biggest net connects 34 pins. The script computed a power per unit cell area of ~30 nW/um^2.

The share of final-layout standard cells stronger than drive strength 1 is 0.0308. In this build the clock could be raised as far as about 73 MHz. The leakage power total is approximately 0.0015 uW.

The worst ir drop on vdd is 0.0155 mV. The count of tool warnings is 33. The count of antenna diodes in the layout is 0. The utilization after layout is 0.699. The largest fanout of any net on the critical path is 27. The post-layout minimum cycle time is between 10 and 15 ns. The script parses the final routing iteration and logs DRC violations as 0. The starting density of the core is 0.427. Hold-check failures listed in the final report amount to 0. The number of cell rows is 27. In the Yosys stats the netlist draws on approximately 40 distinct library cells. The arrival time of data at the worst endpoint is listed as 9.69 ns. The type of the most critical hold path is input pin to output port.

The met1 capacity usage during global routing is 0.358. At the worst endpoint, the required time is between 15 and 20 ns. In the final layout, the clock buffer count is 0. The standard cell core area is between 5000 and 6000 um^2.

The via count of the first global-routing pass was about 2800. Power comes to 116 uW. The overall global routing resource usage is 0.252. The sequential area share after synthesis is 0.

For reference, the most critical setup path is categorized as input pin to output port. Looking at the max-slew report, the worst-margin pin has a slew of a little under 0.9 ns. Yosys reports a chip area of 2410 um^2. For reference, the final report shows the max-slew violation count at 0. Summing every instance area after synthesis gives 2410 um^2.

The cell count after synthesis is 320. The area taken by sequential standard cells is reported as 0 um^2. The met3 track utilization from global routing is 0.0232. The count of boundary I/O pins is approximately 150. The nature of the critical path startpoint is an input pin.

According to the floorplan report, the total die area is 6340 um^2. The number of hold buffers added after CTS was 0. The total overflow left after global routing is 0. The final layout report lists a filler cell count of around 460. In the placement report, post-DP HPWL is listed as 6250 um. The total wire length is approximately 8000 um. In this run the layout overhead on the synthesized area is reported as 63.8%. The number of antenna violations at the first check in global routing is 0. There are 0 flip-flops and latches. For this design, Yosys synthesis ends with a cell count of around 320.

The count of antenna-violating nets left after detailed routing is 0. For this run, the final setup violation count is recorded as 0. The violation count after the first detailed-routing iteration is approximately 170. Dividing the detail-routed wire length by the instance count gives about 15 um. For the final routed database, the setup TNS stands at 0 ns. Once the clock tree was built, the setup fixing pass inserted 0 buffers.
==> cell usage after synthesis, drive strengths merged (2+ instances only) <==
cell type | instances | area share
nor3 | 3 | 0.0062
or2 | 2 | 0.0052
nand2 | 26 | 0.041
ha | 34 | 0.18
nor4b | 2 | 0.0073
or3 | 4 | 0.012
nand2b | 5 | 0.013
o31ai | 17 | 0.053
xnor2 | 30 | 0.11
a22o | 49 | 0.18
nand3 | 6 | 0.012
a21oi | 9 | 0.019
nor2 | 9 | 0.014
clkbuf | 14 | 0.022
or4 | 9 | 0.033
xor2 | 28 | 0.10
a21o | 3 | 0.0093
buf | 2 | 0.0031
inv | 8 | 0.012
o21ai | 22 | 0.046
nor2b | 2 | 0.0052
o41ai | 9 | 0.036
nand3b | 4 | 0.012
nand4 | 6 | 0.016
a211oi | 2 | 0.0062
nor4 | 4 | 0.010
==> critical path, stage by stage <==
cell	delay, ns
sky130_fd_sc_hd__clkdlybuf4s50_1	0.50
sky130_fd_sc_hd__or4_4	0.56
sky130_fd_sc_hd__or3_4	0.36
sky130_fd_sc_hd__or4_4	0.55
sky130_fd_sc_hd__or4_4	0.51
sky130_fd_sc_hd__o41ai_2	0.35
sky130_fd_sc_hd__xnor2_1	0.11
sky130_fd_sc_hd__ha_1	0.28
sky130_fd_sc_hd__nand4_1	0.13
sky130_fd_sc_hd__nor4_1	0.43
sky130_fd_sc_hd__a211oi_1	0.13
sky130_fd_sc_hd__o31ai_1	0.13
sky130_fd_sc_hd__a22o_2	0.53
sky130_fd_sc_hd__buf_4	0.39
sky130_fd_sc_hd__a22o_1	0.23
sky130_fd_sc_hd__clkdlybuf4s50_1	0.48
==> worst paths after layout <==
check	endpoint	depth (start not counted)	from	slack, ns
setup / recovery	val_o[12]	16	val_a[8]	6.31
hold / removal	row_o[9]	3	row_b[9]	8.97
==> power breakdown <==
group,switching [uW],leakage [uW],internal (uW)
combinational,45.5,0.00154,70.3
sequential,0,0,0
clock,0,0,0
==> metal layers <==
layer / up-vias / wire length (um)
met4: 0 / 0
met2: 117 / 3560
met1: 1350 / 3670
met3: 0 / 596
li1: 1529 / -
met5: - / 0
==> layout make-up <==
type,count,area (um^2),share of cell area
repair buffers,151,1500,0.380
inverters,8,30.0,0.00761
well taps,72,90.1,0.0228
multi-input cells,296,2320,0.589
==> per-stage QoR <==
| step | hold slack, ns | instance area, um^2 | instances | setup slack [ns] |
|---|---|---|---|---|
| after global routing | 9.01 | 3950 | 527 | 6.02 |
| after CTS | 8.97 | 3950 | 527 | 6.31 |
| after detailed placement | 8.97 | 3950 | 527 | 6.32 |
| after floorplan | 8.06 | 2410 | 320 | 7.87 |
| after global placement | 8.97 | 3950 | 527 | 6.38 |
| final | 8.97 | 3950 | 527 | 6.31 |
==> kinds of logic (layout without fill, tap and decap cells) <==
group	after synthesis	after routing	share of synthesized area
muxes	1	1	0.00416
adders and majority gates	34	34	0.177
xor gates and xnor gates	58	58	0.211
AOI/OAI and AO/OA	118	118	0.372
buffers and inverters	24	159	0.0374
and+or+nand+nor	85	85	0.199
==> layout by cell type, fill, tap and decap left out, drive strengths merged, types with 2 or more instances in the layout <==
cell type / synthesis / final
nor3: 3 / 3
nor4: 4 / 4
or2: 2 / 2
nor2b: 2 / 2
o41ai: 9 / 9
inv: 8 / 8
or3: 4 / 4
xnor2: 30 / 30
xor2: 28 / 28
buf: 2 / 4
nand4: 6 / 6
clkdlybuf4s50: 0 / 147
a21o: 3 / 3
o31ai: 17 / 17
a211oi: 2 / 2
a22o: 49 / 49
nand2b: 5 / 5
ha: 34 / 34
nor2: 9 / 9
or4: 9 / 9
nor4b: 2 / 2
nand3b: 4 / 4
nand3: 6 / 6
o21ai: 22 / 22
nand2: 26 / 26
a21oi: 9 / 9
Power is estimated from default activity; no workload was simulated.
