==> design/flow/design.v <==
package gcu_types_pkg;
    parameter int ADDR_W      = 4;
    parameter int DIM_W       = 4;
    parameter int NODE_ID_W   = 4;
    parameter int CHILD_CNT_W = 4;
    parameter int FLAGS_W     = 4;
    typedef struct packed {
        logic [DIM_W-1:0]       total_dim;         
        logic [DIM_W-1:0]       pivot_dim;         
        logic [NODE_ID_W-1:0]   node_id;           
        logic [NODE_ID_W-1:0]   parent_id;         
        logic [CHILD_CNT_W-1:0] children_count;    
        logic [FLAGS_W-1:0]     flags;             
        logic [ADDR_W-1:0]      front_addr;        
        logic [ADDR_W-1:0]      parent_front_addr; 
        logic [ADDR_W-1:0]      map_table_addr;    
        logic [ADDR_W-1:0]      l_factor_addr;     
        logic [ADDR_W-1:0]      u_factor_addr;     
    } NodeTask_t;
endpackage
module gcu_dep_scoreboard #(
    parameter NODE_ID_W = 4,
    parameter MAX_NODES = 16,
    parameter int CHILD_CNT_W  = 4      
) (
    input  logic                  init_valid,
    input  logic [NODE_ID_W-1:0]  init_node_id,
    input  logic [15:0]           init_children_count,
    input  logic                  scatter_done_valid,
    input  logic [NODE_ID_W-1:0]  scatter_done_child_id,
    input  logic [NODE_ID_W-1:0]  scatter_done_parent_id,
    input  logic                  query_valid,
    input  logic [NODE_ID_W-1:0]  query_node_id,
    output logic                  front_ready,
    output logic [CHILD_CNT_W-1:0]     pending_children_count,
    input  logic                  clk,
    input  logic                  rst_n
);
    logic [CHILD_CNT_W-1:0] pending_children   [0:MAX_NODES-1];
    logic                   front_ready_reg    [0:MAX_NODES-1];
    always_ff @(posedge clk or negedge rst_n) begin
        if (!rst_n) begin
            pending_children_count <= '0;
            front_ready            <= 1'b0;
        end else if (query_valid && (query_node_id < MAX_NODES)) begin
            pending_children_count <= pending_children[query_node_id];
            front_ready            <= front_ready_reg[query_node_id];
        end else begin
            pending_children_count <= '0;
            front_ready            <= 1'b0;
        end
    end
    integer i;
    always_ff @(posedge clk or negedge rst_n) begin
        if (!rst_n) begin
            for (i = 0; i < MAX_NODES; i = i + 1) begin
                pending_children[i] <= '0;
                front_ready_reg[i]  <= 1'b1;
            end
        end else begin
            if (init_valid) begin
                pending_children[init_node_id] <= init_children_count;
                front_ready_reg[init_node_id]  <= (init_children_count == '0);
            end
            if (scatter_done_valid) begin
                if (pending_children[scatter_done_parent_id] != '0) begin
                    pending_children[scatter_done_parent_id]
                        <= pending_children[scatter_done_parent_id] - {{(CHILD_CNT_W-1){1'b0}}, 1'b1};
                    if (pending_children[scatter_done_parent_id] == {{(CHILD_CNT_W-1){1'b0}}, 1'b1}) begin
                        front_ready_reg[scatter_done_parent_id] <= 1'b1;
                    end
                end
            end
        end
    end
endmodule
==> design/flow/run.sh <==
#!/bin/bash
# OpenROAD 26Q1-2900-gdf79404cd8, Yosys 0.63+post, stock flow scripts
make -C /OpenROAD-flow-scripts/flow DESIGN_CONFIG=/design/flow/config.mk WORK_HOME=/design/flow/orfs finish
==> design/flow/config.mk <==
export PLATFORM = sky130hd
export DESIGN_NAME = gcu_dep_scoreboard
export DESIGN_NICKNAME = gcu_dep_scoreboard
export VERILOG_FILES = /design/flow/design.v
export SDC_FILE = /design/flow/constraint.sdc
export NUM_CORES = 4
export LEC_CHECK = 1
export CORE_UTILIZATION = 30
==> design/flow/constraint.sdc <==
current_design gcu_dep_scoreboard

set clk_period 4.8
set clk_io_pct 0.2

create_clock -name clk0 -period $clk_period [get_ports {clk}]

set non_clock_inputs [all_inputs -no_clocks]
set_input_delay [expr $clk_period * $clk_io_pct] -clock clk0 $non_clock_inputs
set_output_delay [expr $clk_period * $clk_io_pct] -clock clk0 [all_outputs]
==> flow_summary.toml <==
# generated from flow reports
[cells_and_area]
layoutNonFillerInstCount = 897
num-fill-cells = 1851
drive_above_1_share = 0.2123
layout.core_utilization = 0.3653
flow.area_growth_from_synthesis_pct = 18.42
largest_reg_flops = 64
design_area_sq_um = 6902

[synthesis]
synth_top_flop_cell = "sky130_fd_sc_hd__dfrtp_1"
post_synth_xor_area_fraction = 0.004294
edff_count_synth = 0
ys_seq_share = 0.3684
synth-async-reset-ratio = 1.000
yosysCellCount = 587
post_synth.cell_area_avg_sq_um = 9.929
top_logic_kind = "multiplexers"
top_cell_area_share = 0.2963
yosys.area.top_type = "sky130_fd_sc_hd__dfrtp_1"
yosys.area_share.simple = 0.1621
post_synth_main_area_contributors = "sky130_fd_sc_hd__dfrtp_1, sky130_fd_sc_hd__mux2i_1, sky130_fd_sc_hd__mux2_2"
synth-area-yosys_sq_um = 5828
mux_cell_area_share_after_synthesis = 0.2544
syn-instance-count = 587
synthesis.area_sq_um = 5828
top_cell_types_by_occurrence_after_synthesis = "sky130_fd_sc_hd__mux2i_1, sky130_fd_sc_hd__dfrtp_1, sky130_fd_sc_hd__nor2_1"
synth.cellmix.adderShare = 0.004294
synthesis.yosys.warnings = 3
ys_sh_aoi = 0.1662
count_of_cell_types_in_the_netlist = 70
ys_ff = 85
yosys.cell_count.top_type = "sky130_fd_sc_hd__mux2i_1"

[placement]
portBuffers = 37
dp_hpwl_microns = 16160
placed_cell_area_sq_um = 6629
routabilityCongestion = 0.9914
place_inst = 880
pre_cts_ws_ns = 0.3043

[power_and_ir_drop]
irDropWorstVdd_uv = 163.4
intPower_mw = 1.909
cellPowerDensity_nw_per_um2 = 452.9
combinationalPowerShare = 0.354
power.static_leakage_nw = 2.992
clockPowerShare = 0.208
share_seq_of_total_power = 0.437
swShare = 0.3891
power_switching_mw = 1.216
design_power_total_mw = 3.126

[global_routing]
global_route.usage.met3 = 0.06394
grt_first_pass_wirelength_microns = 33260
use_met2 = 0.3559
first_global_vias = 5262
grt.busiest_layer = "met2"
grt_start_max_net_pins = 51
number_of_antenna_violations_at_the_first_check_in_global_routing = 2
globalRouteOverflowTotal = 0
grtUsageTotal = 0.2339
globalRouteMet1Util = 0.3280

[clocking]
tritoncts = "done"
cts.sinks = 85
cts_post_setup_buffers_inserted = 0
worstSkewPairLatency_ns = 0.36
cts_repair_resize_count = 0
cts.reportedPaths.clkPinSlew_ns = 0.06
cts_root_buf = "sky130_fd_sc_hd__clkbuf_16"
ctsHoldBuffers = 0
clock_path_buffers = 2
cts_max_level = 3
cts_made_buffers = 9

[die]
die_area_sq_um = 19990
io_pins = 42
core.rowCount = 50
die_width_microns = 141.4
floorplan_utilization = 0.3085
coreArea_sq_um = 18890
fp.dieH_microns = 141.4

[sta]
timing_worst_slew_pin_value_ns = 0.8181
final_worst_slack_ns = 0.6548
final-max-slew-violation-count = 0
hold_violation_total_from_the_final_report = 0
timing.clock.skew_ns = 0.005823
post-route-period-util = 0.8636
fin_tns_setup_ns = 0
slew_headroom = 0.4526
period_minus_slack_ns = 4.145
rsz0062_at_grt = "false"
report.final.setup_viol = 0
hold-worst-slack_ns = 0.5211
max_clock_freq_mhz = 241.2

[setup_path]
crit_slowest_cell = "sky130_fd_sc_hd__ha_1"
critical_path_data_required_time_ns = 5.09
crit_path_cell_trace = "clkdlybuf4s50_1 > and2_1 > a22o_1 > a222oi_1 > a31oi_1 > buf_4 > ha_1 > mux2_2"
cp_data_arrival_time_ns = 4.44
cpPeakStageDelay_ns = 0.83
path_max_fanout = 16
endpoint_kind = "flip-flop"
cp_top_family = "AND-OR/OR-AND gates"
setup.worst_path.start_class = "input port"
crit_type = "in -> reg"
path_buffers = 2

[flow_run]
tool_warnings = 30
max-cap-violations = 0

[detailed_routing]
drt.antenna.violating_nets = 0
post-route-drc-count = 0
routedWlPerCell_microns = 24.36
dr.pass1.iters = 5
routed_wirelength_microns = 21850
drt_first_iter_violations = 496
via_total_after_detailed_routing = 5166
routed_via_density = 5.759

[run_status]
outcome = "finished clean"

[worst_hold_path]
holdCritPathClass = "reg -> reg"
[placed cells by master, fill, tap and decap left out, types with 6 or more instances in the layout]
cell type                          n
sky130_fd_sc_hd__mux2i_1          93
sky130_fd_sc_hd__dfrtp_1          69
sky130_fd_sc_hd__nor2_1           49
sky130_fd_sc_hd__mux2_2           46
sky130_fd_sc_hd__buf_4            38
sky130_fd_sc_hd__clkdlybuf4s50_1  36
sky130_fd_sc_hd__nand2_1          32
sky130_fd_sc_hd__a21oi_1          24
sky130_fd_sc_hd__nand3_1          23
sky130_fd_sc_hd__o21ai_0          17
sky130_fd_sc_hd__dfstp_2          16
sky130_fd_sc_hd__nor2b_1          14
sky130_fd_sc_hd__inv_1            10
sky130_fd_sc_hd__a31oi_1          10
sky130_fd_sc_hd__clkbuf_16         9
sky130_fd_sc_hd__and3_1            8
sky130_fd_sc_hd__a22oi_1           7
sky130_fd_sc_hd__nand3_2           7
sky130_fd_sc_hd__a221oi_1          6
sky130_fd_sc_hd__nor3_1            6
sky130_fd_sc_hd__a221o_1           6
sky130_fd_sc_hd__a22o_1            6
[layout make-up]
type                            count  area, sq um  share of cell area
Multi-Input combinational cell    448         3446              0.4993
Sequential cell                    85         2147              0.3111
Timing Repair Buffer               75        665.6             0.09645
Tap cell                          260        325.3             0.04714
Clock buffer                       11        232.7             0.03372
Inverter                           12        45.04            0.006526
Clock inverter                      5        37.54            0.005439
Antenna cell                        1        2.502           0.0003626
[worst min-delay path, delay by kind of cell, from the launching register on]
| family | cells | cell delay [ns] |
|---|---|---|
| flip-flops | 1 | 0.37 |
| AND-OR/OR-AND | 1 | 0.09 |
| AND/OR/NAND/NOR | 1 | 0.05 |
[power groups by stage]
| stage | registers [mW] | clock network, mW | logic [mW] |
|---|---|---|---|
| finish | 1.37 | 0.651 | 1.11 |
| global route | 1.39 | 0.685 | 1.20 |
| CTS | 1.35 | 0.656 | 1.10 |
[path summary, 6_finish.rpt]
check | from | slack (ns) | endpoint | cells past startpoint
min in group asynchronous | rst_n | 0.57 | pending_children[5][3] | 1
setup / recovery | scatter_done_parent_id[0] | 0.65 | pending_children[8][1] | 8
hold reg to reg | front_ready_reg[2] | 0.52 | front_ready_reg[2] | 2
setup reg to reg | pending_children[14][1] | 1.77 | pending_children[8][1] | 9
hold / removal | front_ready_reg[2] | 0.52 | front_ready_reg[2] | 2
max in group asynchronous | rst_n | 3.21 | pending_children[5][2] | 2
[layer usage]
metal  vias up  part of all wire
met5         -                 0
met4         0             0.037
met3        54             0.079
met2       214              0.45
met1      2591              0.44
li1       2307                 -
[kinds of logic (layout without fill, tap and decap cells)]
group           Yosys count  in the layout
compound gates          128            128
xor+xnor                  2              2
fa+ha+maj                 2              2
buf+inv                  54            103
flops                    85             85
mux                     141            141
other cells               0              1
simple gates            175            175
