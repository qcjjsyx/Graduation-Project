--- flow/constraint.sdc ---
current_design ATU

set clk_period 62.9
set clk_io_pct 0.2

create_clock -name clk0 -period $clk_period [get_ports {clk}]

set non_clock_inputs [all_inputs -no_clocks]
set_input_delay [expr $clk_period * $clk_io_pct] -clock clk0 $non_clock_inputs
set_output_delay [expr $clk_period * $clk_io_pct] -clock clk0 [all_outputs]
--- flow/design.v ---
package gcu_types_pkg;
    parameter int ADDR_W      = 4;
    parameter int DIM_W       = 4;
    parameter int NODE_ID_W   = 4;
    parameter int CHILD_CNT_W = 4;
    parameter int FLAGS_W     = 4;
    typedef struct packed {
        logic [DIM_W-1:0]       total_dim;         
        logic [DIM_W-1:0]       pivot_dim;         
        logic [NODE_ID_W-1:0]   node_id;           
        logic [NODE_ID_W-1:0]   parent_id;         
        logic [CHILD_CNT_W-1:0] children_count;    
        logic [FLAGS_W-1:0]     flags;             
        logic [ADDR_W-1:0]      front_addr;        
        logic [ADDR_W-1:0]      parent_front_addr; 
        logic [ADDR_W-1:0]      map_table_addr;    
        logic [ADDR_W-1:0]      l_factor_addr;     
        logic [ADDR_W-1:0]      u_factor_addr;     
    } NodeTask_t;
endpackage
module ATU #(
    parameter ROW_IDX_W = 8
) 
(
    input logic  q_req_valid,
    input logic [ROW_IDX_W-1:0] q_req_row_logic,  
    output logic  q_req_ready,
    output logic  q_resp_valid,
    output logic [ROW_IDX_W-1:0] q_resp_row_physical, 
    input logic  pivot_req_valid,
    input logic [ROW_IDX_W-1:0] pivot_row_i,  
    input logic [ROW_IDX_W-1:0] pivot_row_j,  
    output logic  pivot_req_ready,
    output logic  pivot_done,
    input logic cfg_we,
    input logic [ROW_IDX_W-1:0] cfg_p_idx,
    input logic [ROW_IDX_W-1:0] cfg_p_row_physical,
    output logic cfg_ready,
    input logic init_identity,  
    output logic init_done,
    input  logic clk,
    input logic rst_n
);
localparam NUM_ROWS = 1<<ROW_IDX_W;
logic [ROW_IDX_W-1:0] Pvec [0:NUM_ROWS-1];
typedef enum logic[1:0] { 
    INIT_IDLE = 2'b01,
    INIT_RUN = 2'b10
} init_st_e;
init_st_e init_state;
logic [ROW_IDX_W-1:0] init_counter;  
logic init_start;
logic init_identity_d;
always_ff @(posedge clk) begin
    if (!rst_n) begin
        init_identity_d = 1'b0;
    end else begin
        init_identity_d <= init_identity;
    end
end
assign init_start  = init_identity && ~init_identity_d;
always_ff @(posedge clk) begin
    if (!rst_n) begin
        init_state <= INIT_IDLE;
        init_counter <= '0;
        init_done <= 1'b0;
    end else begin
        init_done <= 1'b0;
        case(init_state)
            INIT_IDLE: begin
                if (init_start) begin
                    init_state <= INIT_RUN;
                    init_counter <= '0;
                end
            end
            INIT_RUN: begin
                Pvec[init_counter] <= init_counter;
                if (init_counter == NUM_ROWS-1) begin
                    init_state <= INIT_IDLE;
                    init_done <= 1'b1;
                end else begin
                    init_counter <= init_counter + 1;
                end
            end
            default: begin
                init_state <= INIT_IDLE;
            end
        endcase
    end
end
assign q_req_ready = 1'b1;
logic [ROW_IDX_W-1:0] q_req_row_logic_r;
always_ff @(posedge clk) begin
    if (!rst_n) begin
        q_req_row_logic_r <= '0;
        q_resp_valid <= 1'b0;
    end else begin
        if (q_req_valid && q_req_ready) begin
            q_req_row_logic_r <= q_req_row_logic;
            q_resp_valid <= 1'b1;
        end else begin
            q_resp_valid <= 1'b0;
        end
    end
end
always_comb begin : qure
    q_resp_row_physical = Pvec[q_req_row_logic_r];
end
logic pivot_done_d;
assign pivot_req_ready = (init_state == INIT_IDLE);
always_ff @(posedge clk) begin
    if (!rst_n) begin
        pivot_done_d <= 1'b0;
    end else begin
        pivot_done_d <= pivot_req_valid && pivot_req_ready;
    end
end
assign pivot_done = pivot_done_d;
always_ff @(posedge clk) begin
    if (!rst_n) begin
    end else if (init_state==INIT_IDLE)begin
        if (pivot_req_valid && pivot_req_ready) begin
            Pvec[pivot_row_i] <= Pvec[pivot_row_j];
            Pvec[pivot_row_j] <= Pvec[pivot_row_i];
        end else if(cfg_we) begin
            Pvec[cfg_p_idx] <= cfg_p_row_physical;
        end else begin
        end
    end else begin
    end
end     
assign cfg_ready = (init_state == INIT_IDLE);
endmodule
--- flow/config.mk ---
export PLATFORM = sky130hd
export DESIGN_NAME = ATU
export DESIGN_NICKNAME = ATU
export VERILOG_FILES = /design/flow/design.v
export SDC_FILE = /design/flow/constraint.sdc
export NUM_CORES = 4
export LEC_CHECK = 1
export CORE_UTILIZATION = 50
--- flow/run.sh ---
#!/bin/bash
# OpenROAD 26Q1-2900-gdf79404cd8, Yosys 0.63+post, stock flow scripts
make -C /OpenROAD-flow-scripts/flow DESIGN_CONFIG=/design/flow/config.mk WORK_HOME=/design/flow/orfs finish
==> reports/qor.yml <==
cp_cell_sequence: "buf_4 > buf_4 > buf_4 > buf_4 > mux4_2 > mux4_2 > mux4_2 > a22oi_1 > nand2_1 > clkdlybuf4s50_1"
leakage_nw: 54.8
io_pins: 60
drt-pass1-iter-count: 7
yosysWarnings: 1
grt_overflow: 0
fin_util_pct: 54.7
slowest_stage: "dfxtp_4"
die_y_um: 528
cts.sinks: 2078
postCtsHoldBufs: 0
first_global_vias: 104000
ys_cells: 10000
warning_count: 40
status: "finished, violations left"
finalHoldViolCount: 0
grt_pass1_wl_mm: 847
simple_gate_area_share_pct: 5.27
async_reset_ff_share_pct: 0
areaGrowthSynthToFinish_pct: 8.61
power_mw: 3.85
edf_count: 2048
hold_class: "reg -> reg"
fin_skew_ns: 0.0747
drc: 0
place_ws_ns: 42.02
tightest_slew_ns: 1.60
period_needed_ns: 20.12
placedCellCount: 13100
critPathCaptureType: "output pin"
fa_ha_area_share_pct: 0.00906
cp.required_ns: 50.32
antenna_found_initial: 92
rows: 192
dieWidth_um: 528
drt-vias-per-instance: 7.43
cts_tree: "done"
worstSetupStartpointType: "register"
worst_hold_slack_ns: 0.521
rsz0062_at_grt: "no"
synth.distinct_cells: 80
portBuffers: 58
violations: "capacitance limit, slew limit"
drt-total-wl_mm: 618
aoi_share_pct: 7.68
instances_no_fill: 13700
fin_tns_setup_ns: 0
ys.flops: 2078
grt_max_degree: 109
detailed_place_hpwl_mm: 425
lay_top_cells: "edfxtp_1 (2048), mux4_2 (1687), mux2i_1 (1294), a21oi_1 (1105), nor2_1 (1098)"
die_area_sq_mm: 0.278
clock_path_buffers: 4
post-cts-setup-buffers: 0
worstPathMaxFanout: 32
syn_area_per_cell_sq_um: 13.8
drtIter0Drc: 9639
syn-instance-count: 10000
ys_seq_share_pct: 45.0
cts_root_buffer: "clkbuf_16"
cts_max_level: 4
flop_cell: "edfxtp_1"
period_used_pct: 32.0
final_area_sq_mm: 0.150
setup_viol: 0
numCtsBuffers: 238
ctsResizeCount: 0
drive_gt1_share_pct: 28.1
muxShareOfSynthArea_pct: 37.0
xor_share_pct: 0.0254
critPathKind: "reg -> out"
maxCapViolCount: 1
reg2reg_slack_ns: 56.90
clk_pin_slew_ns: 0.06
coreArea_sq_mm: 0.274
gp_congestion: 1.13
ys_chip_area_sq_mm: 0.138
layout_top_cell: "edfxtp_1"
vdd_drop_max_mv: 0.0353
grtUsageTotal_pct: 49.6
topCombFamilyByArea: "multiplexers"
drv_slew: 2
insertion_delay_ns: 0.98
max_freq_mhz: 49.7
slowest_delay_ns: 0.79
crit_arrival_ns: 7.54
vias: 102000
power_density_mw_per_mm2: 25.6
syn-cell-area_sq_mm: 0.138
dpl_cell_area_sq_mm: 0.142
detail_route.wl_per_cell_um: 45.1
ant_nets: 0
cp_common_cell: "buf_4"
fp_util_pct: 50.4
final.setup.worst_slack_ns: 42.78
slew_headroom_pct: -7.88
==> routing by layer <==
layer  vias up  track usage, %  routed length, um
met3      1863            45.1             135000
met5         -            22.8               6080
met4       150            27.8              46300
met2      9465            60.6             250000
li1      39900               -                  -
met1     50500            55.9             180000
==> worst paths after layout <==
check / start / cells after the start / to
worst max-delay path: register / 10 / q_resp_row_physical[5]
worst min-delay path: q_req_row_logic_r[2] / 2 / register
worst max register to register: Pvec[255][0] / 14 / Pvec[255][0]
worst min register to register: q_req_row_logic_r[2] / 2 / register
==> power breakdown <==
group          leakage (nW)  total (mW)  internal (mW)  switching [mW]
clock network          3.79        1.44          0.819           0.616
registers              18.7        1.59           1.59         0.00615
logic                  32.3       0.819          0.256           0.563
==> layout make-up <==
class	count	area, sq um
fill	21500	124000
multi-input combinational	6644	69400
tap	3686	4610
inverter	10	45.0
sequential	2078	62100
antenna	174	435
clock buffer	295	6360
clock inverter	138	1410
timing repair buffer	694	5600
==> flip-flops by register name (all words and copies together), names as in the netlist, named ones only <==
register / count
q_resp_valid: 1
Pvec: 2048
init_identity_d: 1
pivot_done_d: 1
init_done: 1
init_state: 2
q_req_row_logic_r: 8
init_counter: 8
==> synthesized netlist by cell type, types with 16 or more instances <==
cell      instances  area share (%)
o221ai_1         20            0.13
o22ai_1          83            0.38
nor2b_1          38            0.17
a22o_1           30            0.19
or3_1            19           0.086
buf_6           145             1.2
mux4_2         1687              28
a31oi_1          16           0.072
clkbuf_1        595             1.6
nor3_1           27           0.098
nand2_1         429             1.2
nand3_1          57            0.21
nor2_1         1117             3.0
buf_4           119            0.65
a22oi_1         134            0.73
dfxtp_1          30            0.43
mux2i_1        1294             9.4
o21ai_0         313             1.1
buf_2           353             1.3
edfxtp_1       2048              45
a221oi_1         55            0.35
a21oi_1        1105             4.0
buf_1            74            0.20
==> kinds of logic (layout without fill, tap and decap cells) <==
logic type,Yosys count,count (layout)
mux,2990,2990
xor+xnor,4,4
other cells,1,175
buf+inv,1307,1137
fa+ha+maj,1,1
flops,2078,2078
simple gates,1787,1787
compound gates,1861,1861
==> critical path, delay by kind of cell (launching register included) <==
kind,cells,cell delay (ns)
AND/OR/NAND/NOR,1,0.30
multiplexers,3,1.95
flip-flops,1,0.79
AND-OR/OR-AND,1,0.20
buffers and inverters,5,3.05
Power figures rest on the tool's default switching activity, not on a simulated workload.
